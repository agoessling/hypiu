**/design/flow/config.mk**
```make
export PLATFORM = sky130hd
export DESIGN_NAME = register_file
export DESIGN_NICKNAME = register_file
export VERILOG_FILES = /design/flow/design.v
export SDC_FILE = /design/flow/constraint.sdc
export NUM_CORES = 4
export LEC_CHECK = 1
export CORE_UTILIZATION = 30
```
**/design/flow/constraint.sdc**
```tcl
current_design register_file

set clk_period 3.3
set clk_io_pct 0.2

create_clock -name clk0 -period $clk_period [get_ports {clk}]

set non_clock_inputs [all_inputs -no_clocks]
set_input_delay [expr $clk_period * $clk_io_pct] -clock clk0 $non_clock_inputs
set_output_delay [expr $clk_period * $clk_io_pct] -clock clk0 [all_outputs]
```
**/design/flow/design.v**
```verilog
module register_file(
  inout [15:0] bus_a,
  inout [15:0] bus_b,
  inout [15:0] bus_d,
  input clk,
  input reset,
  input [15:0] bus_w,
  input [2:0] addr_a,
  input [2:0] addr_b,
  input [2:0] addr_d,
  input [2:0] addr_w,
  input en_a,
  input en_b,
  input en_d,
  input en_w
);
reg [15:0] registers[7:0];
integer i;
initial begin
  for(i=0; i<8; i=i+1) begin
    registers[i] = 16'b0;
  end
end
assign bus_a = en_a ? registers[addr_a] : 16'bZ;
assign bus_b = en_b ? registers[addr_b] : 16'bZ;
assign bus_d = en_d ? registers[addr_d] : 16'bZ;
always @ (posedge clk) begin
  if(en_w == 1'b1)
    registers[addr_w] <= bus_w;
end
endmodule
```
**/design/flow/run.sh**
```bash
#!/bin/bash
# OpenROAD 26Q1-2900-gdf79404cd8, Yosys 0.63+post, stock flow scripts
make -C /OpenROAD-flow-scripts/flow DESIGN_CONFIG=/design/flow/config.mk WORK_HOME=/design/flow/orfs finish
```
==> results.toml <==
# flow metrics
[logic_synthesis]
yosys-stat-area_mm2 = 0.00712
synth-seq-cells = 128
ys_warn_count = 4
post_synth_instance_area_mm2 = 0.00712
syn_inst = 312
ys_seq_share = 0.540
synth_cell_type_count = 12
postSynthAreaPerCell_um2 = 22.8
synth_stat.cells = 312

[setup_path]
crit_chain = "clkdlybuf4s50_1 -> buf_12 -> mux4_1 -> mux2_2"
cp_max_fo = 32
start_kind = "input port"
critPathMaxStageDelay_ns = 0.52
crit_type = "input port to output port"
crit_required_ns = 2.64
arrival_ns = 2.07
setup.worst_path.end_class = "output port"
cpMaxStageDelayCell = "clkdlybuf4s50_1"

[cells_and_area]
reg_top3 = "registers (128)"
layout_top_cell = "edfxtp_1"
synthToLayoutAreaGrowth_pct = 17.9
final_cell_mix = "edfxtp_1, mux4_1, mux2_2"
fillCellCount = 2018
layout-drive-gt1-share = 0.328
largest_reg_flops = 128
largest-register = "registers"

[floorplan]
die_x_um = 156
placementRows = 55
core-area_mm2 = 0.0229
fp_util = 0.311
die_h_um = 156
ios = 82
dieArea_mm2 = 0.0243

[global_route]
met1_usage = 0.159
grt_use_total = 0.144
grt_pass1_wl_mm = 23.6
grt_use_met3 = 0.0854
grt_busiest_layer = "met2"
grt_start_max_net_pins = 33
grt-ovfl-total = 0
first_global_vias = 3881
use_met2 = 0.245
antenna_found_initial = 1

[final_timing]
worstMarginPinSlew_ns = 0.580
setup_viol = 0
slew_violations = 0
timing.final.crit_share = 0.828
final.min_clock_period_ns = 2.73
max_freq_ghz = 0.366
rsz0062_at_grt = "false"
finalSetupTns_ns = 0
max_slew_margin = 0.613
timing.final.hold_violations = 0

[cts]
ctsResizeCount = 0
htreeDepth = 4
clk_path_buf_depth = 2
cts_tree = "built"
hold_buffers = 0
post_cts_buffers = 0
clk_pin_slew_worst_paths_ns = 0.05
numCtsBuffers = 17
cts_sinks = 128
root_buffer = "clkbuf_16"

[power_and_ir_drop]
p_leak_nw = 2.83
total_power_w = 0.00405
power.density_mw_per_mm2 = 483
vdd_drop_max_mv = 0.256

[drt]
vias_per_cell = 5.26
first_pass_iters = 4
drc = 0
wl_per_cell_um = 23.6
drtIter0Drc = 127
routed_wl_mm = 15.9
num_vias = 3561
postRouteAntennaNets = 0

[min_path]
min_path_type = "input port to flop"

[run]
warnings = 29
maxCapViolCount = 0

[placement]
port_buffers = 29
place.gp.congestion = 0.805

[run_status]
status = "finished, final reports clean"
[worst max-delay path: cells and delay by family]
kind     cells  cell delay (ns)
buf+inv      2             0.75
mux          2             0.63
[per-layer routing]
metal	up-vias	part of all wire	wire length, µm
met5	-	0	0
met4	0	0.015	236
met3	19	0.12	1950
met2	174	0.53	8400
met1	1814	0.34	5360
li1	1554	-	-
[synthesized netlist by cell type, drive strengths merged]
master / n / share of area
nand2b: 3 / 0.0026
buf: 22 / 0.024
nor2: 6 / 0.0032
clkbuf: 5 / 0.0032
nor3: 2 / 0.0014
mux4: 96 / 0.35
mux2: 48 / 0.076
edfxtp: 128 / 0.54
nand2: 2 / 0.0011
[cell type report]
class	count	area, µm²	share of cell area
multi-input cells	157	3100	0.370
clock buffers	17	425	0.0507
flip-flops and latches	128	3840	0.458
repair buffers	46	478	0.0570
clock inverters	15	145	0.0173
well taps	313	392	0.0467
diodes	1	2.50	0.000298
[power breakdown]
part	internal (W)	switching, W	total [W]
clock network	0.00110	0.000660	0.00176
logic	0.000237	0.000178	0.000415
registers	0.00185	0.0000267	0.00187
[cell families (layout without fill, tap and decap cells)]
logic type	Yosys count	after routing	synth area share
other	0	1	0
multiplexers	144	144	0.424
AND/OR/NAND/NOR	13	13	0.00826
flip-flops	128	128	0.540
buffers and inverters	27	78	0.0274
[per-stage QoR]
step	instance area (µm²)	worst slack (ns)	instances	hold slack [ns]	util
finish	8390	0.567	677	0.976	0.366
detailed placement	7820	0.577	644	1.33	0.341
global placement	7820	0.586	644	1.33	0.341
floorplan	7120	0.917	312	0.759	-
CTS	8390	0.563	676	0.969	0.366
global route	8390	0.531	676	0.992	0.366
[path summary, 6_finish.rpt]
path,from,cells after the start,slack (ns),to
max,addr_d[2],4,0.57,bus_d[14]
min,bus_w[13],1,0.98,registers[4][13]
