**flow/run.sh**
```bash
#!/bin/bash
# OpenROAD 26Q1-2900-gdf79404cd8, Yosys 0.63+post, stock flow scripts
make -C /OpenROAD-flow-scripts/flow DESIGN_CONFIG=/design/flow/config.mk WORK_HOME=/design/flow/orfs finish
```
**flow/config.mk**
```make
export PLATFORM = sky130hd
export DESIGN_NAME = program_counter
export DESIGN_NICKNAME = program_counter
export VERILOG_FILES = /design/flow/design.v
export SDC_FILE = /design/flow/constraint.sdc
export NUM_CORES = 4
export LEC_CHECK = 1
export CORE_AREA = 10 10 73 73
export DIE_AREA = 0 0 83 83
```
**flow/constraint.sdc**
```tcl
current_design program_counter

set clk_period 2.8
set clk_io_pct 0.2

create_clock -name clk0 -period $clk_period [get_ports {clk}]

set non_clock_inputs [all_inputs -no_clocks]
set_input_delay [expr $clk_period * $clk_io_pct] -clock clk0 $non_clock_inputs
set_output_delay [expr $clk_period * $clk_io_pct] -clock clk0 [all_outputs]
```
**flow/design.v**
```verilog
module program_counter(
  output [15:0] pc_addr,
  input clk,
  input [15:0] load_addr,
  input load_en
);
reg [15:0] pc_addr;
initial begin
  pc_addr = 16'b0;
end
always @ (posedge clk)
begin
  pc_addr <= load_en ? load_addr : pc_addr + 1;
end
endmodule
```
==> flow_metrics.env <==
# implementation run metrics
export IMPL_finalSetupViolCount=0
export IMPL_ys_sh_aoi=0.0809
export IMPL_clk_latency_ns=0.24
export IMPL_p_seq_frac=0.495
export IMPL_path_delay_family="buffers and inverters"
export IMPL_synth_adder_area_share=0.0156
export IMPL_synth_cell_types=20
export IMPL_arrival_ns=1.25
export IMPL_fp_util=0.215
export IMPL_crit_path_start_kind="register"
export IMPL_drv_cap=0
export IMPL_fin_area_sq_mm=0.00122
export IMPL_max_flop_register="pc_addr"
export IMPL_top_regs="pc_addr x16"
export IMPL_dr_pass1_iters=4
export IMPL_worst_path_buf_inv=1
export IMPL_ys_warn_count=1
export IMPL_overflow=0
export IMPL_portBuffers=33
export IMPL_ioPinCount=34
export IMPL_fin_crit_sh=0.648
export IMPL_cp_slowest_cell="clkdlybuf4s50_1"
export IMPL_drt_total_wl_mm=2.16
export IMPL_ys_seq_frac=0.398
export IMPL_place_congestion=0.763
export IMPL_synthCells=88
export IMPL_clock_path_buffers=2
export IMPL_fin_skew_ns=0.00105
export IMPL_die_height_um=83
export IMPL_cts_tree="yes"
export IMPL_combinationalPowerShare=0.225
export IMPL_crit_path_end_kind="primary output"
export IMPL_cts_sinks=16
export IMPL_p_int_w=0.000444
export IMPL_grt_setup_unrepaired="no"
export IMPL_cts_made_buffers=3
export IMPL_root_buffer="clkbuf_8"
export IMPL_hp_class="reg2reg"
export IMPL_utilization=0.327
export IMPL_antenna_left=0
export IMPL_coreArea_sq_mm=0.00374
export IMPL_ys_area_sq_um=805
export IMPL_max_slew_worst_pin_slew_ns=0.506
export IMPL_worstSetupPathType="reg2out"
export IMPL_clockPowerShare=0.281
export IMPL_top_cell_area_share=0.398
export IMPL_syn2layout_area_growth_pct=52.3
export IMPL_first_iter_violations=58
export IMPL_max_clock_freq_mhz=551
export IMPL_grt_pass1_wl_mm=3.63
export IMPL_status="finished clean"
export IMPL_path_max_fanout=6
export IMPL_largest_reg_flops=16
export IMPL_placed_area_sq_mm=0.00118
export IMPL_avgSynthCellArea_sq_um=9.14
export IMPL_cp_slowest_stage_delay_ns=0.53
export IMPL_grt_pass1_vias=745
export IMPL_swShare=0.256
export IMPL_worst_ep_required_time_ns=2.24
export IMPL_drc=0
export IMPL_vias=741
export IMPL_wl_per_cell_um=12.7
export IMPL_path_cells="clkdlybuf4s50_1"
export IMPL_cts_htree_levels=1
export IMPL_cts_hold_buf=0
export IMPL_grt_use_total=0.0619
export IMPL_topCombFamilyByArea="simple AND/OR/NAND/NOR gates"
export IMPL_p_leak_nw=0.421
export IMPL_worst_hold_slack_ns=0.542
export IMPL_synth_area_top_cells="dfxtp_1 40%, xnor2_1 9.8%, nor4_2 7.8%"
export IMPL_drv_slew=0
export IMPL_dieArea_sq_mm=0.00689
export IMPL_maxSlewHeadroom=0.662
export IMPL_synth_simple_gate_area_share=0.278
export IMPL_antenna_cells=0
export IMPL_ir_drop_mv=0.304
export IMPL_die_x_um=83
export IMPL_yosys_area_share_xor_xnor=0.152
export IMPL_cts_setup_buffers=0
export IMPL_viasPerCell=4.36
export IMPL_yosysTopAreaCell="dfxtp_1"
export IMPL_drive_gt1_frac=0.123
export IMPL_clk_pin_slew_worst_paths_ns=0.06
export IMPL_post_cts_resize_count=0
export IMPL_antenna_found_initial=0
export IMPL_yosysCellCount=88
export IMPL_ys_sh_mux=0.0420
export IMPL_power_density_mw_per_mm2=486
export IMPL_switching_power_w=0.000152
export IMPL_hpwl_mm=1.68
export IMPL_synth_flops=16
export IMPL_tns_ns=0
export IMPL_rows=22
export IMPL_grt_max_degree=17
export IMPL_finalCriticalPeriod_ns=1.81
export IMPL_total_power_w=0.000596
export IMPL_hold_viol_final=0
export IMPL_syn_area_sq_um=805
export IMPL_fillers=390
export IMPL_warning_count=25
-- area by class of cell --
| class | instances | area [sq um] | share of cell area |
|---|---|---|---|
| Inverter | 2 | 7.51 | 0.00613 |
| Multi-Input combinational cell | 67 | 458 | 0.374 |
| Clock buffer | 3 | 41.3 | 0.0337 |
| Sequential cell | 16 | 320 | 0.261 |
| Tap cell | 48 | 60.1 | 0.0490 |
| Timing Repair Buffer | 34 | 338 | 0.276 |
-- stage by stage --
| stage | std cells | worst slack (ns) |
|---|---|---|
| after floorplan | 88 | 1.43 |
| final | 170 | 0.985 |
| after global placement | 167 | 0.954 |
| after CTS | 170 | 0.971 |
| after global routing | 170 | 0.936 |
| after detailed placement | 167 | 0.938 |
-- synthesized netlist by cell type --
cell type  count
xnor2_1        9
inv_1          2
o21ai_0        7
nor4_2         5
nor3_1         3
and3_1         1
nand3_2        1
nand4_1        2
ha_1           1
nand3_1        5
clkbuf_1       2
dfxtp_1       16
buf_6          1
and3_2         1
nand2_1       16
nand4_4        1
xor2_1         5
o21ai_1        6
nor2_1         1
mux2_2         3
-- logic make-up after synthesis --
family | count (synthesis)
adder cells (fa/ha/maj) | 1
multiplexers | 3
AND-OR/OR-AND | 13
buffers and inverters | 5
flip-flops | 16
XOR/XNOR | 14
AND/OR/NAND/NOR | 36
-- routing by layer --
layer | vias up | share of wire | global-route usage
met2 | 33 | 0.39 | 0.0880
li1 | 374 | - | -
met5 | - | 0 | 0
met4 | 0 | 0.0046 | 0.00308
met1 | 332 | 0.51 | 0.0835
met3 | 2 | 0.10 | 0.0344
-- power groups by stage --
stage	logic [W]	clock network (W)	registers (W)
finish	0.000134	0.000167	0.000295
global route	0.000151	0.000181	0.000299
CTS	0.000137	0.000174	0.000294
-- cells in the final DEF (no fill, tap or decap), drive strengths merged, types with 5 or more instances in the layout --
cell / Yosys / layout
nand2: 16 / 16
xnor2: 9 / 9
xor2: 5 / 5
o21ai: 13 / 13
nand3: 6 / 6
dfxtp: 16 / 16
clkdlybuf4s50: 0 / 33
nor4: 5 / 5
-- path summary, 6_finish.rpt --
path / start / end / slack (ns) / depth (start not counted)
max reg2reg: pc_addr[2]$_DFF_P_ / pc_addr[15]$_DFF_P_ / 1.22 / 4
min: pc_addr[0]$_DFF_P_ / pc_addr[0]$_DFF_P_ / 0.54 / 1
min reg2reg: pc_addr[0]$_DFF_P_ / pc_addr[0]$_DFF_P_ / 0.54 / 1
max: pc_addr[2]$_DFF_P_ / pc_addr[2] / 0.99 / 1
Power and IR drop assume default switching activity.
