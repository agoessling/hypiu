`config.mk`:
```
export PLATFORM = sky130hd
export DESIGN_NAME = alu
export DESIGN_NICKNAME = alu
export VERILOG_FILES = /design/flow/design.v
export SDC_FILE = /design/flow/constraint.sdc
export NUM_CORES = 4
export LEC_CHECK = 1
export CORE_AREA = 10 10 110 110
export DIE_AREA = 0 0 120 120
```
`constraint.sdc`:
```
current_design alu

set clk_period 13.1
set clk_io_pct 0.2

create_clock -name clk0 -period $clk_period [get_ports {clk}]

set non_clock_inputs [all_inputs -no_clocks]
set_input_delay [expr $clk_period * $clk_io_pct] -clock clk0 $non_clock_inputs
set_output_delay [expr $clk_period * $clk_io_pct] -clock clk0 [all_outputs]
```
`design.v`:
```
module alu(
  output [15:0] result,
  output zero,
  input clk,
  input [15:0] a,
  input [15:0] b,
  input [4-1:0] oper
);
reg zero;
reg result;
initial begin
  zero <= 0;
end
always @ (a or b or oper)
begin
  case (oper)
    0:  result = 16'b0;
    1:  result = a;
    2:  result = b;
    3:  result = a + b;
    4:  result = a - b;
    default: result = 16'bX;
  endcase
end
always @ (posedge clk)
begin
  zero <= (result == 16'b0);
end
endmodule
```
`run.sh`:
```
#!/bin/bash
# OpenROAD 26Q1-2900-gdf79404cd8, Yosys 0.63+post, stock flow scripts
make -C /OpenROAD-flow-scripts/flow DESIGN_CONFIG=/design/flow/config.mk WORK_HOME=/design/flow/orfs finish
```
==> flow_summary_export.csv <==
group,metric,value,unit
timing,rsz0062_at_grt,"no",
routing,drt_iter0_drc,115,
power,leakagePower,0.820,nW
logic_synthesis,async_flop_share,0,%
logic_synthesis,synth.avg_cell_area,7.82,sq um
hold_path,min_path_cells,1,
power,clockPowerShare,0,%
timing,setup_tns,0,ns
outcome,status,"finished clean",
final_layout,largest_register,"zero",
logic_synthesis,synth-edff-count,0,
routing,num_vias,1722,
worst_setup_path,crit_path_max_fanout,7,
power,p_total,0.000100,W
die,num_rows,36,
logic_synthesis,yosysCellCount,197,
worst_setup_path,arrival,6.57,ns
placement,hpwl,4790,microns
timing,setup_violations,0,
clock_network,clkTransAtPathRegs,0,ns
power,p_per_area,45.1,nW/um^2
placement,dp.cells,381,
logic_synthesis,synth_cell_types,65,
routing,antenna_cells,0,
routing,firstDrtPassIters,4,
global_route,grtUsageTotal,7.88,%
flow_run,maxCapViolCount,0,
hold_path,min_from,"zero$_DFF_P_",
final_layout,flop_area,20.0,sq um
die,dieArea,14400,sq um
die,die_h,120,microns
die,die_width,120,microns
timing,finalHoldViolations,0,
clock_network,cts_resized,0,
flow_run,warning_count,28,
placement,pre_cts_slack,3.88,ns
hold_path,hold-path-endpoint,"zero",
final_layout,top_regs,"zero x1",
global_route,use_met1,11.9,%
timing,fin_crit_sh,70.1,%
logic_synthesis,ys_chip_area,1540,sq um
global_route,antenna_found_initial,0,
hold_path,holdCritPathClass,"reg -> out",
clock_network,post_cts_buffers,0,
logic_synthesis,topCellsByArea,"ha_1, xnor2_1, a22oi_1",
logic_synthesis,synthFlopType,"dfxtp_1",
timing,max_freq,109,MHz
power,ir_worst_vdd,0.0000177,V
logic_synthesis,synth_cells,197,
placement,place.port_buffers,53,
final_layout,areaGrowthSynthToFinish,44.4,%
routing,wl,5680,microns
global_route,top_usage_layer,"met1",
power,pwr-share-comb,96.2,%
timing,fin_ws,3.91,ns
logic_synthesis,yosysWarningCount,1,
logic_synthesis,top_cell_area_share,13.0,%
global_route,grt_pass1_wl,9450,microns
logic_synthesis,largest_area_cell,"ha_1",
logic_synthesis,ys_ff,1,
timing,slew_violations,0,
final_layout,logic_area,1450,sq um
global_route,overflow,0,
timing,fin_crit,9.19,ns
global_route,use_met2,11.2,%
final_layout,final_cell_count_no_fill,381,
placement,place_congestion,0.858,
power,p_sw,0.0000473,W
final_layout,drive_above_1_share,10.9,%
logic_synthesis,synth_area,1540,sq um
die,coreArea,9770,sq um
worst_setup_path,worstPathRequired,10.48,ns
global_route,grt_pass1_vias,1744,
timing,tightest_slew,0.646,ns
final_layout,nFillCells,1083,
worst_setup_path,endpoint_kind,"primary output",
worst_setup_path,worstSetupPathType,"in -> out",
power,switching_share,47.0,%
routing,ant_nets,0,
die,io_pins,54,
clock_network,cts_hold_buf,0,
logic_synthesis,postSynthSeqShare,1.30,%
routing,remaining_drc_errors,0,
routing,routed_via_density,4.52,
worst_setup_path,worst_setup_path_start_kind,"input port",
final_layout,largest_reg_flops,1,
die,fp_util,15.8,%
routing,wl_per_cell,14.9,microns
power,p_int,0.0000532,W
timing,relSlewSlack,56.8,%
global_route,grtUsageMet3,2.71,%
power,p_seq_share,3.8,%
global_route,grt_max_degree,20,
## Yosys cell counts (3+ instances only)
library cell,instances
ha_1,16
nor2_1,16
xnor2_1,13
a22oi_1,12
o21ai_0,11
a21oi_1,9
inv_1,9
nor3_1,9
xor2_1,9
a21o_1,7
o21a_1,7
nand2_1,6
nand3_1,4
o211ai_1,4
o21ai_1,4
nor4b_2,3
## how the worst max path moves through the flow
stage | start | endpoint | slack (ns) | depth (start not counted)
CTS | oper[3] | result[13] | 3.87 | 14
finish | oper[3] | result[13] | 3.91 | 14
global route | oper[3] | result[13] | 3.62 | 14
## cell families after synthesis
logic type,synth area share (%)
AND-OR/OR-AND,39.9
XOR/XNOR,13.6
adder cells (fa/ha/maj),14.3
buffers and inverters,4.46
flip-flops,1.30
AND/OR/NAND/NOR,26.5
## cell type report
cell class                 count  share of cell area (%)
inverter                       9                    1.52
multi-input combinational    182                    65.3
sequential                     1                   0.899
tap                          133                    7.48
timing repair buffer          56                    24.8
## through the flow
step	hold WS [ns]	utilization [%]	instance area, sq um
detailed placement	3.30	22.8	2230
global placement	3.30	22.8	2230
floorplan	2.85	-	1540
finish	3.29	22.8	2230
CTS	3.30	22.8	2230
global route	3.32	22.8	2230
## power by group through the flow
stage                 logic (W)  registers (W)  clock network (W)
final                 0.0000966     0.00000386                  0
after global routing   0.000108     0.00000391                  0
after CTS             0.0000963     0.00000389                  0
## per-layer routing
metal / vias to the layer above / part of all wire (%)
met1: 760 / 51
met4: 0 / 0
li1: 883 / -
met5: - / 0
met3: 0 / 11
met2: 79 / 38
## worst max-delay path, cell delays in order
cell	delay [ns]
clkdlybuf4s50_1	0.52
or4b_2	0.81
nor2_1	0.13
a21o_1	0.13
inv_1	0.05
ha_1	0.26
nor2b_1	0.14
o31a_1	0.27
o21ai_1	0.32
o211ai_1	0.19
a41oi_1	0.26
xor2_1	0.08
o21ai_0	0.25
clkdlybuf4s50_1	0.53
## cell usage in the layout (no fill, tap or decap), types with 2 or more instances in the layout
cell             Yosys  routed
or3_1                2       2
a41oi_1              2       2
nand2_1              6       6
clkdlybuf4s50_1      0      53
a211oi_2             2       2
inv_1                9       9
nor4b_2              3       3
o21a_1               7       7
o21ai_1              4       4
a21oi_1              9       9
buf_4                2       3
ha_1                16      16
o21ai_0             11      11
a22oi_1             12      12
nand3_1              4       4
nor4_2               2       2
o31ai_1              2       2
a22o_1               2       2
nor2b_1              2       2
xnor2_1             13      13
o211ai_1             4       4
nand2b_1             2       2
nor2_1              16      16
xor2_1               9       9
nor3_1               9       9
a21o_1               7       7
No activity file was given, so power comes from the tool's default toggle rates.
